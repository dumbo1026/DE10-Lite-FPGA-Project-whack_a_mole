==> design/flow/design.v <==
module score_display (
    input  wire [15:0] score,   
    output wire [7:0]  hex0,    
    output wire [7:0]  hex1,    
    output wire [7:0]  hex2,    
    output wire [7:0]  hex3,    
    output wire [7:0]  hex4,    
    output wire [7:0]  hex5     
);
    wire [15:0] display_score;
    assign display_score = (score > 999) ? 16'd999 : score;
    wire [3:0] digit0;
    wire [3:0] digit1;
    wire [3:0] digit2;
    assign digit0 = display_score % 10;
    assign digit1 = (display_score / 10) % 10;
    assign digit2 = (display_score / 100) % 10;
    segment_decoder u0 (.digit(digit0), .seg_out(hex0));
    segment_decoder u1 (.digit(digit1), .seg_out(hex1));
    segment_decoder u2 (.digit(digit2), .seg_out(hex2));
    assign hex3 = 8'hFF;
    assign hex4 = 8'hFF;
    assign hex5 = 8'hFF;
endmodule
module segment_decoder (
    input  wire [3:0] digit,
    output reg  [7:0] seg_out
);
    always @(*) begin
        case (digit)
            4'h0: seg_out = 8'b11000000;  
            4'h1: seg_out = 8'b11111001;  
            4'h2: seg_out = 8'b10100100;  
            4'h3: seg_out = 8'b10110000;  
            4'h4: seg_out = 8'b10011001;  
            4'h5: seg_out = 8'b10010010;  
            4'h6: seg_out = 8'b10000010;  
            4'h7: seg_out = 8'b11111000;  
            4'h8: seg_out = 8'b10000000;  
            4'h9: seg_out = 8'b10010000;  
            default: seg_out = 8'b11111111;  
        endcase
    end
endmodule
==> design/flow/run.sh <==
#!/bin/bash
# OpenROAD 26Q1-2900-gdf79404cd8, Yosys 0.63+post, stock flow scripts
make -C /OpenROAD-flow-scripts/flow DESIGN_CONFIG=/design/flow/config.mk WORK_HOME=/design/flow/orfs finish
==> design/flow/config.mk <==
export PLATFORM = sky130hd
export DESIGN_NAME = score_display
export DESIGN_NICKNAME = score_display
export VERILOG_FILES = /design/flow/design.v
export SDC_FILE = /design/flow/constraint.sdc
export NUM_CORES = 4
export LEC_CHECK = 1
export CORE_AREA = 10 10 92 92
export DIE_AREA = 0 0 102 102
==> design/flow/constraint.sdc <==
current_design score_display

set clk_period 18.7
set clk_io_pct 0.2

create_clock -name clk0 -period $clk_period

set non_clock_inputs [all_inputs -no_clocks]
set_input_delay [expr $clk_period * $clk_io_pct] -clock clk0 $non_clock_inputs
set_output_delay [expr $clk_period * $clk_io_pct] -clock clk0 [all_outputs]
==> flow_summary.toml <==
# generated from flow reports
[run_status]
status = "completed"

[finish]
flop-count = 0
clock_buffer_count = 0
post-route-cell-area_um2 = 3210
fillers = 629
drive_gt1_frac = 0.108
seqCellArea_um2 = 0
logic_area_um2 = 2620
syn_to_final_growth_pct = 8.95

[worst_setup_path]
crit_fanout = 31
critPathLaunchType = "primary input"
path_class = "primary input to primary output"
endpoint_kind = "primary output"
cp.arrival_ns = 10.23
crit_start = "score[7]"
cp.required_ns = 14.96

[synthesis]
syn_area_um2 = 2950
synth_seq_share = 0
yosysChipArea_um2 = 2950
avgSynthCellArea_um2 = 6.88
yosysWarnings = 1
syn_inst = 429
yosysUniqueCellTypes = 95
ys_cells = 429

[power]
irDropWorstVdd_uv = 7.64
power_density_nw_per_um2 = 15.4
leakage_nw = 1.18

[detailed_routing]
wl_per_cell_um = 16.2
wirelength_um = 8410
n_antenna_cell = 0
drt-vias-per-instance = 6.15
via_count = 3196
drc = 0
ant_nets = 0
drt_iter0_drc = 316
first_pass_iters = 5

[hold_path]
hold_depth = 5
whs_endpoint = "hex0[6]"
min_from = "score[1]"
min_path_type = "primary input to primary output"

[clocking]
postCtsSetupBuffers = 0
cts_resized = 0
postCtsHoldBufs = 0

[grt]
grt_max_degree = 36
grt-ovfl-total = 0
grt_pass1_wl_um = 13900
antenna_found_initial = 0
grt_usage = 0.155
grt_pass1_vias = 2886

[timing]
clock.fmax_ghz = 0.0716
finalMaxSlewViolations = 0
maxSlewHeadroom = 0.362
layout_min_cycle_time_ns = 13.97
grt_setup_unrepaired = "false"
post-route-period-util = 0.747
finalSetupViolations = 0
worstMarginPinSlew_ns = 0.948
hold_violations = 0
fin_tns_setup_ns = 0
setup_slack_ns = 4.73

[floorplanning]
rows = 29
core_area_um2 = 6460
fp-utilization = 0.457
dieHeight_um = 102
die-area_um2 = 10400
die_w_um = 102
pin_count = 64

[placement]
place_ws_ns = 4.83
gp_congestion = 0.959
hpwlAfterDp_um = 6530
io_buffers = 37
place_area_um2 = 3210

[run]
drv_cap = 0
warning_count = 46
[layout make-up]
class,instances,share of cell area
multi-input cells,377,0.814
repair buffers,43,0.129
well taps,77,0.0300
inverters,23,0.0269
[cell usage after synthesis, types with 3 or more instances]
library cell / number / area, um^2
nor2_1: 40 / 150
nand2_1: 31 / 116
buf_4: 29 / 218
a21oi_1: 27 / 135
o21ai_0: 22 / 110
ha_1: 21 / 263
inv_1: 20 / 75.1
nor3_1: 19 / 95.1
buf_2: 12 / 60.1
clkbuf_1: 11 / 41.3
nand3_1: 11 / 55.1
nor4_1: 8 / 50.1
o211ai_1: 8 / 60.1
o21a_1: 8 / 60.1
a211oi_1: 7 / 52.6
mux2i_1: 7 / 70.1
xnor2_1: 7 / 61.3
a31oi_1: 6 / 37.5
o31ai_1: 6 / 45.0
nand4_1: 5 / 31.3
a311oi_1: 4 / 35.0
and3_1: 4 / 25.0
mux2_2: 4 / 45.0
nand2b_1: 4 / 25.0
nand3b_1: 4 / 30.0
or3_1: 4 / 25.0
a22oi_1: 3 / 22.5
inv_2: 3 / 11.3
nor2b_1: 3 / 18.8
o21ai_1: 3 / 15.0
o21ba_2: 3 / 30.0
o22ai_1: 3 / 18.8
o2bb2ai_1: 3 / 26.3
or2_2: 3 / 18.8
[critical path, stage by stage]
cell and delay [ns]:
clkdlybuf4s50_1 1.05, nand3_1 0.27, o21ai_0 0.81, nor2_1 0.14
and4_1 0.26, o21a_1 0.20, nor2_1 0.27, ha_1 0.25
nor3b_1 0.38, o41ai_2 0.20, nand3_2 0.16, inv_2 0.09
a31oi_2 0.36, a31oi_4 0.21, inv_2 0.15, xnor2_1 0.27
ha_1 0.33, nor2_1 0.07, a211o_1 0.29, a311oi_1 0.22
clkdlybuf4s50_1 0.51
[placed cells by master (no fill, tap or decap), types with 8 or more instances in the layout]
cell and instances:
a21oi_1 27, clkdlybuf4s50_1 37, conb_1 27, ha_1 21, inv_1 20, nand2_1 31, nand3_1 11, nor2_1 40
nor3_1 19, nor4_1 8, o211ai_1 8, o21a_1 8, o21ai_0 22
[power breakdown]
part,internal (mW),total [mW],switching [mW]
sequential,0,0,0
combinational,0.0211,0.0496,0.0284
clock,0,0,0
[cells by family after synthesis]
| group | share of synthesized area |
|---|---|
| AND-OR/OR-AND | 0.389 |
| adder cells (fa/ha/maj) | 0.0958 |
| XOR/XNOR | 0.0208 |
| buffers and inverters | 0.146 |
| multiplexers | 0.0492 |
| other | 0.00127 |
| AND/OR/NAND/NOR | 0.298 |
[per-layer routing]
metal  vias to the layer above  GRT usage  share of wire
li1                       1604          -              -
met1                      1455      0.237           0.50
met2                       131      0.229           0.41
met3                         6     0.0266          0.081
met4                         0    0.00976         0.0048
met5                         -          0              0
[metrics by stage]
stage               power (mW)  std cells   util  hold WS [ns]
floorplan               0.0375        455      -          7.77
global placement        0.0495        520  0.498          8.86
CTS                     0.0494        520  0.498          8.87
global route            0.0548        520  0.498          8.96
detailed placement      0.0491        520  0.498          8.86
finish                  0.0496        520  0.498          8.85
[how the worst max path moves through the flow]
stage | end | cells after the start
after CTS | hex0[6] | 21
after global routing | hex0[6] | 20
final | hex0[6] | 21
Power figures rest on the tool's default switching activity, not on a simulated workload.
