<file path="config.mk">
export PLATFORM = sky130hd
export DESIGN_NAME = time_display
export DESIGN_NICKNAME = time_display
export VERILOG_FILES = /design/flow/design.v
export SDC_FILE = /design/flow/constraint.sdc
export NUM_CORES = 4
export LEC_CHECK = 1
export CORE_AREA = 10 10 85 85
export DIE_AREA = 0 0 95 95
</file>
<file path="constraint.sdc">
current_design time_display

set clk_period 4.9
set clk_io_pct 0.2

create_clock -name clk0 -period $clk_period [get_ports {clk_sec}]

set non_clock_inputs [all_inputs -no_clocks]
set_input_delay [expr $clk_period * $clk_io_pct] -clock clk0 $non_clock_inputs
set_output_delay [expr $clk_period * $clk_io_pct] -clock clk0 [all_outputs]
</file>
<file path="design.v">
module time_display (
    input wire       clk_sec,
    input wire       rst,
    input wire       is_started,
    output reg [5:0] time_left = 0,
    output reg [6:0] seg_time_left_0,
    output reg [6:0] seg_time_left_1
);
wire [3:0] digit_0 = time_left % 10;
wire [3:0] digit_1 = time_left / 10;
always @(posedge clk_sec or posedge rst) begin
	if (rst) begin
		time_left <= 7'd60;
	end else if (is_started && time_left > 0) begin
		time_left <= time_left - 1'b1;
	end
end
function [6:0] decode_7seg(input [3:0] num);
	case (num)
		4'd0: decode_7seg = 7'b1000000;  
		4'd1: decode_7seg = 7'b1111001;  
		4'd2: decode_7seg = 7'b0100100;  
		4'd3: decode_7seg = 7'b0110000;  
		4'd4: decode_7seg = 7'b0011001;  
		4'd5: decode_7seg = 7'b0010010;  
		4'd6: decode_7seg = 7'b0000010;  
		4'd7: decode_7seg = 7'b1111000;  
		4'd8: decode_7seg = 7'b0000000;  
		4'd9: decode_7seg = 7'b0010000;  
		default: decode_7seg = 7'b1111111;  
	endcase
endfunction
always @(*) begin
	seg_time_left_0 = decode_7seg(digit_0);
	seg_time_left_1 = decode_7seg(digit_1);
end
endmodule
</file>
<file path="run.sh">
#!/bin/bash
# OpenROAD 26Q1-2900-gdf79404cd8, Yosys 0.63+post, stock flow scripts
make -C /OpenROAD-flow-scripts/flow DESIGN_CONFIG=/design/flow/config.mk WORK_HOME=/design/flow/orfs finish
</file>
==> GITHUB_STEP_SUMMARY <==
### Yosys + OpenROAD results

| Metric | Value |
|---|---|
| Iteration-0 DRC Markers | `between 90 and 100` |
| Vias in the first global route | `962` |
| CP required | `3920 ps` |
| WS Path Type | `register to primary output` |
| Mapped Cells | `around 140` |
| ANT nets after route | `0` |
| Clock sink count | `6` |
| Seq share, synth | `13.60%` |
| Final hold vios | `0` |
| Status | `finished, final reports clean` |
| CTS H-tree depth | `1` |
| Final GP Congestion | `0.8734` |
| Crit path max fanout | `4` |
| Post-route minimum period | `4535 ps` |
| Vias per cell | `about 4.4` |
| Ratio of cells with drive above 1 in the final layout | `16.56%` |
| Wire per inst | `11.20 µm` |
| Largest net degree at the start of global routing | `21` |
| Area leader share | `a little under a fifth` |
| Fin crit share | `92.55%` |
| DRC errors left | `0` |
| Final Skew | `between 4 and 5 ps` |
| Synthesis Warnings | `1` |
| Area grow syn2layout | `30.48%` |
| DRT Wirelength | `roughly 2600 µm` |
| HPWL after detailed placement | `2090 µm` |
| Gates resized, CTS repair | `0` |
| Max Buffers Root-to-Sink | `2` |
| Synthesized area | `1141 µm²` |
| Critical path arrival | `3560 ps` |
| FMAX | `220.5 MHz` |
| IO Port Bufs | `22` |
| Top reg by flops | `time_left` |
| Worst-margin pin slew | `537.0 ps` |
| Yosys cell count | `138` |
| Final setup viols | `0` |
| IO Count | `23` |
| Fp_density | `20.85%` |
| Num CTS Buffers | `3` |
| Dominant flop cell | `dfstp_2` |
| Asr flop ratio synth | `100.0%` |
| Initial antenna violation count | `0` |
| Critical path launch point type | `register` |
| Total core area | `5473 µm²` |
| Final worst setup slack | `about 360 ps` |
| Max reg flops | `6` |
| Gr usage total | `5.668%` |
| Die height | `95 µm` |
| Unrepaired setup endpoints after global routing | `no` |
| Max Cap Viol | `0` |
| Final number of max-transition violations | `0` |
| Distinct cell type count after synthesis | `46` |
| Post-synth EDFFs | `0` |
| Inserted Diodes | `0` |
| Hold WS | `roughly 570 ps` |
| Root Buffer | `clkbuf_8` |
| Rows | `27` |
| Clk slew on worst S/H paths | `40 ps` |
| Top flop regs | `time_left: 6 flops` |
| Slew margin rel. | `64.03%` |
| CTS tree | `built` |
| Latency at later pin | `230 ps` |
| Tool warnings | `36` |
| GRT overflow | `0` |
| Synth Register Bits | `6` |
| Via count | `1034` |
| Biggest area consumer among synthesized cells | `ha_1` |
| Fin Setup TNS | `0 ps` |
| Hold-fix buffers, CTS | `0` |
| Most frequent cell after synthesis | `ha_1` |
| Pre-CTS WS | `337.8 ps` |
| Global-route wire length before repair | `4360 µm` |
| Synth area leaders | `ha_1, dfstp_2, xnor2_1` |
| Mean Syn Cell Area | `~8.3 µm²` |
| Crit. End Element | `primary output` |
| Width of the die | `95 µm` |
| Worst min path class | `register to register` |
| Yosys Chip Area | `~1100 µm²` |
| TritonRoute pass-1 iters | `4` |
| Most instantiated cells after synthesis | `ha_1, inv_1, nand2_1` |
| Die footprint | `9025 µm²` |
-- metrics by stage --
| step | std cells | util (%) | cell area [µm²] |
|---|---|---|---|
| after global placement | 228 | 25.97 | 1421 |
| after floorplan | 138 | - | 1141 |
| after detailed placement | 228 | 25.97 | 1421 |
| after global routing | 235 | 27.21 | 1489 |
| final | 235 | 27.21 | 1489 |
| after CTS | 232 | 26.79 | 1466 |
-- what timing repair did --
action / in CTS / in global routing
setup endpoints to repair: 0 / 8
buffers inserted: 0 / 3
endpoints found under the hold margin: 0 / 0
-- path summary, 6_finish.rpt --
| check | startpoint | endpoint | slack (ps) | depth (start not counted) |
|---|---|---|---|---|
| max | time_left[3] | seg_time_left_0[0] | 360 | 13 |
| min | time_left[2] | time_left[2] | 570 | 1 |
| max reg2reg | time_left[1] | time_left[5] | 2910 | 6 |
| min reg2reg | time_left[2] | time_left[2] | 570 | 1 |
| max in group asynchronous | rst | time_left[5] | 3660 | 2 |
| min in group asynchronous | rst | time_left[0] | 980 | 2 |
-- layout make-up --
| type | count | area, µm² |
|---|---|---|
| Multi-Input combinational cell | 111 | 884.6 |
| Clock buffer | 4 | 45.04 |
| Tap cell | 72 | 90.09 |
| Fill cell | 601 | 3984 |
| Timing Repair Buffer | 27 | 257.7 |
| Sequential cell | 6 | 155.1 |
| Inverter | 15 | 56.30 |
-- layer usage --
metal	share of wire, %	GRT usage, %	vias to the layer above
li1	-	-	534
met1	47	7.413	475
met2	45	9.439	20
met3	6.2	1.282	5
met4	1.4	0.9975	0
met5	0	0	-
-- layout by cell type (no fill, tap or decap), types with 4 or more instances in the layout --
cell type / instances
buf_4: 5
mux2i_1: 4
nor2_1: 8
a21oi_1: 6
o21ai_0: 6
dfstp_2: 4
nor2b_1: 5
nand2_1: 14
clkdlybuf4s50_1: 22
xnor2_1: 8
ha_1: 17
inv_1: 14
-- worst max-delay path, stage by stage (launching register included) --
cell	delay [ps]
dfstp_2	540
inv_1	90
ha_1	220
inv_1	60
ha_1	230
nand2b_1	200
o21ai_0	170
o21a_1	170
o221a_1	330
xnor2_1	210
inv_1	120
ha_1	220
a221o_2	350
clkdlybuf4s50_1	410
-- kinds of logic (layout without fill, tap and decap cells) --
logic type / Yosys count / count (layout) / synth area share [%]
adder cells (fa/ha/maj): 17 / 17 / 18.64
flip-flops: 6 / 6 / 13.60
AND/OR/NAND/NOR: 42 / 42 / 19.30
buffers and inverters: 21 / 46 / 8.881
multiplexers: 6 / 6 / 6.798
XOR/XNOR: 9 / 9 / 6.908
AND-OR/OR-AND: 37 / 37 / 25.88
