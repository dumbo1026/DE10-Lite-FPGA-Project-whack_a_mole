**design/flow/design.v**
```verilog
module clk_div(
	input clk,
	input rst,
	input [31:0] TimeExpire,
	output reg div_clk);
reg [31:0] counter;
always@(posedge clk or negedge rst)
begin
	if (!rst)  
	begin
		counter <= 0;
		div_clk <= 0;
	end
	else
	begin
		if (counter == TimeExpire)
		begin
			counter <= 0;
			div_clk <= ~div_clk;
		end
		else
		begin
			counter <= counter + 1;
		end
	end
end
endmodule
```
**design/flow/run.sh**
```bash
#!/bin/bash
# OpenROAD 26Q1-2900-gdf79404cd8, Yosys 0.63+post, stock flow scripts
make -C /OpenROAD-flow-scripts/flow DESIGN_CONFIG=/design/flow/config.mk WORK_HOME=/design/flow/orfs finish
```
**design/flow/config.mk**
```make
export PLATFORM = sky130hd
export DESIGN_NAME = clk_div
export DESIGN_NICKNAME = clk_div
export VERILOG_FILES = /design/flow/design.v
export SDC_FILE = /design/flow/constraint.sdc
export NUM_CORES = 4
export LEC_CHECK = 1
export CORE_AREA = 10 10 111 111
export DIE_AREA = 0 0 121 121
```
**design/flow/constraint.sdc**
```tcl
current_design clk_div

set clk_period 6.9
set clk_io_pct 0.2

create_clock -name clk0 -period $clk_period [get_ports {clk}]

set non_clock_inputs [all_inputs -no_clocks]
set_input_delay [expr $clk_period * $clk_io_pct] -clock clk0 $non_clock_inputs
set_output_delay [expr $clk_period * $clk_io_pct] -clock clk0 [all_outputs]
```
==> metrics.csv <==
stage,metric,value,unit
critical_path,"delay-heaviest family, CP",simple AND/OR/NAND/NOR gates,
pwr,Cell Int Power,284,uW
critical_path,R2R setup slack,4420,ps
sta,setup repair after global routing missed its margin,no,
synth,Main logic family,simple AND/OR/NAND/NOR gates,
floorplanning,core area,0.00986,sq mm
route,drt drc,0,
synth,YS chip area,0.00202,sq mm
synth,Async SR Flop Fraction,1.00,
global_route,initial antenna violation count,0,
place,post-placement cell area,0.00250,sq mm
route,Met3 Routed Length,430,um
critical_path,CP Launch Type,primary input,
floorplanning,row count,36,
pwr,Power Dens Cells,141,mW/mm^2
sta,Hold Fails Final Rpt,0,
critical_path,Worst path most repeated cell,xor2_1,
sta,Setup Skew,5.82,ps
sta,Worst-Margin Slew,732,ps
sta,Tcrit/Tclk final,0.527,
critical_path,slowest CP cell,nor2_2,
sta,fmax,275,MHz
sta,Setup Viol. Count Final,0,
pwr,Sw Share,0.219,
pwr,Logic pwr share,0.093,
synth,Synth flops,33,
route,routed wl met2,2090,um
sta,total negative slack,0,ps
synth,synthesized cell area,0.00202,sq mm
route,1st-pass router iterations,4,
job,max cap viols,0,
global_route,Total GRT Usage,0.0708,
route,wire per inst,13.3,um
synth,synth warn,1,
route,post-route ant nets,0,
pwr,Leak Pwr,1.12,nW
pwr,clock share of power,0.376,
clock_tree,post-cts resize count,0,
pwr,Overall Power,364,uW
sta,Slew headroom,0.512,
place,hpwl dp,3960,um
critical_path,number of stages on the worst setup path,7,
sta,hold slack,478,ps
synth,main flop type,dfrtp_1,
hold_path,WHS Path Cells,1,
global_route,vias in the first global route,1540,
place,GPL Wtd Cong,0.853,
floorplanning,Die Ht,121,um
clock_tree,Sink Count,33,
critical_path,WS Path Type,primary input to flop,
critical_path,buffer and inverter count on the worst path,2,
synth,average cell area after synthesis,9.67,sq um
sta,Final min period,3640,ps
job,tool warnings,25,
floorplanning,fp_density,0.205,
clock_tree,CTS Buffer Depth,2,
critical_path,Crit. End Element,flop,
global_route,first-pass GRT wire length,8250,um
finish,Area Overhead vs Synth,28.0,%
clock_tree,hold-fix buffer count after cts,0,
clock_tree,clock root buffer,clkbuf_8,
synth,Adders+Majority by Area,0.00619,
critical_path,crit path DRT,7100,ps
synth,Post-synth EDFFs,0,
clock_tree,Inserted Clock Buffers,5,
pwr,Reg power frac,0.531,
critical_path,crit path max fanout,18,
critical_path,"Largest stage delay, worst path",630,ps
synth,Mapped Cells,209,
synth,synth top area cells,"dfrtp_1 41%, xor2_1 22%, nor2_1 7.2%",
critical_path,"Data arrival, critical path",3840,ps
route,DR iter-0 viols,55,
synth,xor-xnor portion of the synthesized cell area,0.273,
place,IO Port Bufs,34,
finish,fillers,1033,
route,Antenna Cells,0,
route,vias per cell,4.11,
clock_tree,H-tree depth,2,
synth,Multiplexer share,0,
pwr,total net switching power,79.9,uW
clock_tree,CTS tree,yes,
synth,AO/OA Area Share,0,
floorplanning,chip area,0.0146,sq mm
clock_tree,clk latency late pin,280,ps
synth,post-synth top area cell,dfrtp_1,
synth,"Seq/Total Area, Yosys",0.408,
synth,Synth top cells by count,"51 x xor2_1, 39 x nor2_1, 33 x dfrtp_1",
critical_path,CP cell instances,clkdlybuf4s50_1 > xor2_1 > nor4_1 > nand4_1 > nor2_2 > buf_4 > xor2_1,
finish,Finished Cell Area,0.00259,sq mm
synth,Cell Type Count,27,
route,top layer used by detailed routing,met4,
sta,Final Max-Slew Violation Tally,0,
pwr,peak supply drop,0.0683,mV
route,metal1 wirelength,2470,um
hold_path,min-delay worst type,flop to flop,
finish,ratio of cells with drive above 1 in the final layout,0.0776,
route,via count,1554,
synth,simple share,0.290,
synth,Synth top cell by count,xor2_1,
global_route,largest net degree at the start of global routing,34,
synth,Yosys top cell area share,0.408,
clock_tree,clock-pin slew on the worst setup and hold paths,60,ps
synth,yosys cell count,209,
route,Post-Route WL,5040,um
floorplanning,DIE WIDTH,121,um
global_route,grt ovf,0,
critical_path,Reg2Reg Depth,6,
outcome,status,"complete, no violations",
floorplanning,# IOs,35,
clock_tree,total setup buffers inserted after CTS,0,
==> metal layers <==
layer,vias to the layer above,global-route usage
met4,0,0.00905
met5,-,0
li1,776,-
met2,39,0.0986
met1,735,0.106
met3,4,0.0246
==> area by class of cell <==
class                      count  area, sq um  area share
clock buffer                   6         72.6      0.0280
clock inverter                 2         10.0     0.00387
inverter                       2         7.51     0.00290
multi-input combinational    166         1150       0.444
sequential                    33          826       0.319
tap                          133          166      0.0643
timing repair buffer          36          355       0.137
==> worst reg2reg max path: stages (launching register included) <==
cell     delay [ps]
dfrtp_1         430
xor2_1          190
nor4_1          450
nand4_1         220
nor2_2          630
buf_4           340
xor2_1          160
==> cell usage in the layout, fill, tap and decap left out, types with 2 or more instances in the layout <==
cell type	count
dfrtp_1	33
buf_4	2
clkdlybuf4s50_1	34
nor4_1	9
nand4_1	13
xnor2_1	12
and3_1	4
clkbuf_8	5
nor3_2	2
nand2_1	6
and2_1	3
nand3_1	13
xor2_1	51
nor3_1	2
clkinv_2	2
inv_1	2
nor4_2	2
nor2_1	39
==> state kept, by name, summed over array words and instances, names as in the netlist <==
| name | cells |
|---|---|
| counter | 32 |
| div_clk | 1 |
==> power by group through the flow <==
stage | clock network (mW) | registers [mW] | logic (mW)
after CTS | 0.142 | 0.193 | 0.0349
after global routing | 0.151 | 0.193 | 0.0371
final | 0.137 | 0.193 | 0.0339
==> worst paths after layout <==
path,startpoint,end
min in group asynchronous,rst,counter[15]
setup / recovery,TimeExpire[28],div_clk
hold reg to reg,div_clk,div_clk
setup reg to reg,counter[6],div_clk
hold / removal,div_clk,div_clk
max in group asynchronous,rst,div_clk
==> logic make-up (layout without fill, tap and decap cells) <==
kind of cell	Yosys count	in the layout
xor gates and xnor gates	63	63
buffers and inverters	10	46
DFF	33	33
and+or+nand+nor	102	102
adders and majority gates	1	1
==> stage by stage <==
stage / instances / utilization / worst slack (ps)
2_1_floorplan: 209 / - / 4400
3_3_place_gp: 370 / 0.254 / 3070
3_5_place_dp: 370 / 0.254 / 3040
4_1_cts: 378 / 0.262 / 3320
5_1_grt: 378 / 0.262 / 3050
6_report: 378 / 0.262 / 3260
Power and IR drop assume default switching activity.
